## flow/design.v

```verilog
module songData(input logic clk, input reg[6:0]go, output reg [4:0] data);
	reg [4:0] notes[0:93];
	initial begin
		notes[0]=5'b00001;
		notes[1]=5'b00001;
		notes[2]=5'b00100;
		notes[3]=5'b00100;
		notes[4]=5'b10000;
		notes[5]=5'b10000;
		notes[6]=5'b01000;
		notes[7]=5'b01000;
		notes[8]=5'b01000;
		notes[9]=5'b01000;
		notes[10]=5'b01000;
		notes[11]=5'b00010;
		notes[12]=5'b00010;
		notes[13]=5'b00100;
		notes[14]=5'b00001;
		notes[15]=5'b00100;
		notes[16]=5'b00001;
		notes[17]=5'b00001;
		notes[18]=5'b00100;
		notes[19]=5'b00100;
		notes[20]=5'b10000;
		notes[21]=5'b10000;
		notes[22]=5'b01000;
		notes[23]=5'b01000;
		notes[24]=5'b01000;
		notes[25]=5'b01000;
		notes[26]=5'b00010;
		notes[27]=5'b00010;
		notes[28]=5'b00100;
		notes[29]=5'b00001;
		notes[30]=5'b00100;
		notes[31]=5'b10000;
		notes[32]=5'b10000;
		notes[33]=5'b00100;
		notes[34]=5'b00100;
		notes[35]=5'b00010;
		notes[36]=5'b00010;
		notes[37]=5'b00001;
		notes[38]=5'b10000;
		notes[39]=5'b10000;
		notes[40]=5'b00100;
		notes[41]=5'b00100;
		notes[42]=5'b00010;
		notes[43]=5'b00010;
		notes[44]=5'b00001;
		notes[45]=5'b00001;
		notes[46]=5'b00001;
		notes[47]=5'b00100;
		notes[48]=5'b00100;
		notes[49]=5'b10000;
		notes[50]=5'b10000;
		notes[51]=5'b01000;
		notes[52]=5'b01000;
		notes[53]=5'b01000;
		notes[54]=5'b01000;
		notes[55]=5'b00010;
		notes[56]=5'b00010;
		notes[57]=5'b00100;
		notes[58]=5'b00001;
		notes[59]=5'b00100;
		notes[60]=5'b10000;
		notes[61]=5'b10000;
		notes[62]=5'b00100;
		notes[63]=5'b00100;
		notes[64]=5'b00010;
		notes[65]=5'b00010;
		notes[66]=5'b00001;
		notes[67]=5'b10000;
		notes[68]=5'b00100;
		notes[69]=5'b00100;
		notes[70]=5'b00100;
		notes[71]=5'b00010;
		notes[72]=5'b00010;
		notes[73]=5'b00001;
		notes[74]=5'b10000;
		notes[75]=5'b10000;
		notes[76]=5'b00001;
		notes[77]=5'b00001;
		notes[78]=5'b00100;
		notes[79]=5'b00100;
		notes[80]=5'b10000;
		notes[81]=5'b10000;
		notes[82]=5'b01000;
		notes[83]=5'b01000;
		notes[84]=5'b01000;
		notes[84]=5'b01000;
		notes[85]=5'b00010;
		notes[86]=5'b00010;
		notes[87]=5'b00100;
		notes[88]=5'b00001;
		notes[89]=5'b00100;
		notes[90]=5'b00000;
		notes[91]=5'b00000;
		notes[92]=5'b00000;
		notes[93]=5'b00000;
	end
	always_ff@(posedge clk)
	begin
		data = notes[go];
	end
endmodule
```

## flow/run.sh

```bash
#!/bin/bash
# OpenROAD 26Q1-2900-gdf79404cd8, Yosys 0.63+post, stock flow scripts
make -C /OpenROAD-flow-scripts/flow DESIGN_CONFIG=/design/flow/config.mk WORK_HOME=/design/flow/orfs finish
```

## flow/constraint.sdc

```tcl
current_design songData

set clk_period 2.3
set clk_io_pct 0.2

create_clock -name clk0 -period $clk_period [get_ports {clk}]

set non_clock_inputs [all_inputs -no_clocks]
set_input_delay [expr $clk_period * $clk_io_pct] -clock clk0 $non_clock_inputs
set_output_delay [expr $clk_period * $clk_io_pct] -clock clk0 [all_outputs]
```

## flow/config.mk

```make
export PLATFORM = sky130hd
export DESIGN_NAME = songData
export DESIGN_NICKNAME = songData
export VERILOG_FILES = /design/flow/design.v
export SDC_FILE = /design/flow/constraint.sdc
export NUM_CORES = 4
export LEC_CHECK = 1
export CORE_AREA = 10 10 70 70
export DIE_AREA = 0 0 80 80
```

==> run notes <==
Summary of the current implementation state.

- The script logs the ratio of routed vias to standard cells as 4.892.
- The via count of the first global-routing pass was 678.
- Warnings reported by Yosys during synthesis add up to 1.
- The pin closest to its max-slew limit shows a slew of 0.3794 ns.
- The clock tree has to reach 5 sinks.
- The end-of-flow core utilization is 0.2802, for reference.
- The overall track demand over capacity in global routing is 0.05895, for reference.
- According to the floorplan log, the row count is 21.
- The tree is rooted in a sky130_fd_sc_hd__clkbuf_4.
- The post-route total power is 0.0003419 W, for reference.
- The signal on the critical path passes through clkdlybuf4s50_1, inv_1, ha_1, mux2_2, a22oi_1, o2bb2ai_1, nand2_1, o21ai_1.
- Per the synth log, the flip-flop and latch total comes to 5.
- The final number of setup-violating endpoints is 0, for reference.
- The cell with the biggest individual delay on the critical path is sky130_fd_sc_hd__clkdlybuf4s50_1, for reference.
- The initial antenna violation count came to 0.
- The layer carrying the most global-route usage is met2, for reference.
- The number of cells produced by synthesis is 98, for reference.
- After clock tree synthesis, the repair step resized 0 gates.
- The sort of element at the end of the critical path is a flip-flop, for reference.
- The first-pass GRT wire length is 3194 um, for reference.
- The worst setup path is of the in2reg kind.
- The number of distinct standard cells referenced by the synthesized netlist is 41, for reference.
- The register with the most flip-flops in the layout has 5 of them.
- The count of buffers added on input and output ports is 12.
- The global routing report lists met2 layer usage as 0.08587.
- The count of instantiated cells in the yosys netlist is 98, for reference.
- The core utilization before placement is 0.2216, for reference.
- The DRC violation count after routing is 0, for reference.
- Per the GRT congestion report, total overflow comes to 0.
- Entering global routing, the biggest net connects 22 pins.
- The die height is 80 um, for reference.
- The internal power component is 0.0002341 W, for reference.
- For this run, the script counts the antenna cells in the layout as 0.
- The wire length recorded after detailed routing is 1909 um.
- Detailed routing inserted a total of 768 vias.
- The area recorded from the Yosys report for this design is 757.0 um^2.
- Of the total power, registers draw 0.284.
- The post-CTS setup-driven buffer insertion count is 0, for reference.
- The share of total power dissipated in combinational logic is 0.428.
- The report counts max-capacitance violations totalling 0.
- The final standard cell area without fillers is 957.2 um^2, for reference.
- The placer congestion estimate is 0.9558, for reference.
- In the synthesized netlist the dominant register cell turns out to be sky130_fd_sc_hd__dfxtp_1.
- The horizontal die size is 80 um, for reference.
- For reference, the post-synthesis area per instance comes to 7.724 um^2.
- The met3 usage is 0.01477, for reference.
- The synthesized area is 757.0 um^2, for reference.
- Checking hold timing, the worst path is listed with class in2reg.
- The number of buffers added by the clock tree synthesis step is 3, for reference.
- The worst-case max-slew headroom was logged as 0.7405.
- Derived from the worst setup path, the maximum achievable clock frequency is 500.1 MHz.
- Counting along the longest clock path gives a buffer depth of 2.
- In this design, the largest share of critical-path delay is due to buffers and inverters.
- The share of total power dissipated in the clock network is 0.288.
- For reference, the final report shows the hold violation count at 0.
- The switching component of the power was reported as 0.0001078 W.
- The area of placed instances is 930.9 um^2, for reference.
- Per the synth stats, the proportion of register bits with asynchronous set or reset is 0.
- The share of the Yosys chip area taken by registers is 0.1322.
- The fraction of final layout cells sized beyond drive strength 1 is 0.1532, for reference.
- The area of the core is 3416 um^2, for reference.
- For reference, the clock transition at the flip-flops on the worst setup and hold paths is 0.04 ns.
- The critical path contains buffers and inverters numbering 2 combined.
- Looking at the VDD voltage map, the peak drop is 0.08921 mV.
- Setup repair after global routing left no endpoint under its margin.
- The number of iterations in the first detailed-routing pass is 4, for reference.
- The count of library flops with an enable pin is 0, for reference.
- Counting I/O delays and the setup requirement, the final critical path takes 1.999 ns.
- Detailed placement ended at an HPWL of 1495 um.
- The number of hold buffers added after CTS was 0.
- The share of the clock period used by the worst path is 0.8693, for reference.
- The overall die size recorded for this design is 6400 um^2.
- TritonCTS built the clock tree.
- The count of pins over their slew limit is 0, for reference.
- The required time of the critical path is 2.42 ns, for reference.
- From synthesis to final layout, the design area changed by 26.45%.
- In the final routed layout, each cell accounts on average for 12.16 um.
- The violation count after the first detailed-route iteration is 57, for reference.
- Warnings raised by the tools during the run amount to 30.
- Nets still carrying antenna violations after routing amount to 0.
- The share of total power consumed by net switching is 0.3153, for reference.
- The largest fanout on the critical path is 6, for reference.
- The run finished with clean final reports.
- Looking at the clock tree report, the H-tree level count equals 1.
- The endpoint arrival time on the critical path is 2.12 ns, for reference.
- After routing, the total negative slack on setup checks comes to 0 ns.
- Per the summary, power density relative to cell area is 357.2 nW/um^2.
- The total leakage power is 0.3651 nW, for reference.
- In the global route stage, met1 resource usage came out at 0.08495.
- The largest single stage delay on the critical path is 0.60 ns.
- In the layout the commonest cells are sky130_fd_sc_hd__nand2_1, sky130_fd_sc_hd__clkdlybuf4s50_1, sky130_fd_sc_hd__nor2_1.
- The kind of start point of the critical path is a primary input, for reference.
- The number of top-level design ports is 13, for reference.
## cell families after synthesis
group	Yosys count	synth area share
AND-OR/OR-AND	35	0.3537
AND/OR/NAND/NOR	33	0.2182
buffers and inverters	13	0.1173
adder cells (fa/ha/maj)	6	0.09917
flip-flops	5	0.1322
multiplexers	4	0.05620
XOR/XNOR	2	0.02314
## cells in the mapped netlist (3+ instances only)
| cell type | number | area [um^2] |
|---|---|---|
| sky130_fd_sc_hd__o21ai_1 | 4 | 20.02 |
| sky130_fd_sc_hd__dfxtp_1 | 5 | 100.1 |
| sky130_fd_sc_hd__buf_4 | 4 | 30.03 |
| sky130_fd_sc_hd__nor2b_1 | 3 | 18.77 |
| sky130_fd_sc_hd__a22oi_1 | 3 | 22.52 |
| sky130_fd_sc_hd__buf_6 | 3 | 33.78 |
| sky130_fd_sc_hd__inv_1 | 3 | 11.26 |
| sky130_fd_sc_hd__nand2_1 | 12 | 45.04 |
| sky130_fd_sc_hd__ha_1 | 6 | 75.07 |
| sky130_fd_sc_hd__nor2_1 | 8 | 30.03 |
| sky130_fd_sc_hd__a21oi_1 | 5 | 25.02 |
| sky130_fd_sc_hd__a31oi_1 | 3 | 18.77 |
## metrics by stage
step                setup WS, ns  std cells  hold WS [ns]
global placement         0.07501        153         1.132
CTS                       0.3110        157        0.8795
global route              0.1925        157        0.8962
floorplan                 0.6962         98        0.6634
detailed placement       0.06170        153         1.129
finish                    0.3005        157        0.8815
## layer usage
layer | wire (um) | share of wire
met5 | 0 | 0
met4 | 0 | 0
met3 | 158 | 0.083
met2 | 864 | 0.45
met1 | 887 | 0.46
## layout make-up
cell class / count / area, um^2
Sequential cell: 5 / 100.1
Timing Repair Buffer: 18 / 190.2
Inverter: 4 / 15.01
Tap cell: 46 / 57.56
Clock buffer: 4 / 26.28
Multi-Input combinational cell: 80 / 568.0
Fill cell: 376 / 2459
## power by group through the flow
stage | Combinational [W] | Clock [W] | Sequential [W]
final | 0.000146 | 0.0000984 | 0.0000972
after global routing | 0.000161 | 0.000112 | 0.0000981
after CTS | 0.000146 | 0.000105 | 0.0000973
## tightest hold or removal path, stage by stage
cell and delay (ns):
sky130_fd_sc_hd__clkdlybuf4s50_1 0.43, sky130_fd_sc_hd__inv_1 0.09, sky130_fd_sc_hd__o2bb2ai_1 0.11
## final timing paths
kind,from,to,cells past startpoint
worst min-delay path,go[6],data[3],3
worst max-delay path,go[0],data[0],8
No activity file was given, so power comes from the tool's default toggle rates.

==> design/flow/design.v <==
module controlUnit(input logic clk, buttonIn, output logic [6:0] pos);
	logic countersig;
	logic timer;
	sec2counter count(clk, 0, timer);
	controllerFSM fsm(clk,buttonIn,timer, countersig);
	controllerCounter cc(countersig,pos);
endmodule
module sec2counter(input logic clk, rst, output logic clkout);
logic [99:0] counter;
    initial begin 
        counter= 0; 
        clkout = 0;
    end
    always @(posedge clk)        
        if (counter == 0) begin
            counter <= 99999999;
            clkout <= ~clkout;
        end 
        else
         begin
            counter <= counter -1;
        end
endmodule
module controllerFSM(input logic clk, buttonIn, timer ,output logic countersig );
	logic state, nextState;
	initial begin state = 0; end
	always_ff@(posedge clk)
		state<=nextState;
	always_comb
		case(state)
			0:begin if(!buttonIn || timer)
			         nextState<=0; 
			       else nextState<=1; end
			1:nextState<=0;
		endcase
	always_comb
		if(state)
			countersig = 1;
		else
			countersig = 0;
endmodule
module controllerCounter(input logic sig, output logic[6:0] pos);
	logic [6:0] posCount;
	always@(posedge sig)
		posCount<=posCount+1;
	assign pos=posCount;
endmodule
==> design/flow/constraint.sdc <==
current_design controlUnit

set clk_period 25.0
set clk_io_pct 0.2

create_clock -name clk0 -period $clk_period [get_ports {clk}]

set non_clock_inputs [all_inputs -no_clocks]
set_input_delay [expr $clk_period * $clk_io_pct] -clock clk0 $non_clock_inputs
set_output_delay [expr $clk_period * $clk_io_pct] -clock clk0 [all_outputs]
==> design/flow/run.sh <==
#!/bin/bash
# OpenROAD 26Q1-2900-gdf79404cd8, Yosys 0.63+post, stock flow scripts
make -C /OpenROAD-flow-scripts/flow DESIGN_CONFIG=/design/flow/config.mk WORK_HOME=/design/flow/orfs finish
==> design/flow/config.mk <==
export PLATFORM = sky130hd
export DESIGN_NAME = controlUnit
export DESIGN_NICKNAME = controlUnit
export VERILOG_FILES = /design/flow/design.v
export SDC_FILE = /design/flow/constraint.sdc
export NUM_CORES = 4
export LEC_CHECK = 1
export CORE_UTILIZATION = 40
==> reports/results.ini <==
[status]
outcome=completed

[finish]
fin_cells=780
syn2layout_area_growth_pct=10.8
drive_gt1_share_pct=7.03

[final_timing]
unclocked_pins=7
untimed_endpoints=14
hold_viol_final=0
fin_crit_sh_pct=21.4
tightestPinTransition_ps=811
clock_skew_ps=11.0
setup_viol=0
fin_tns_setup_ps=0
fin_crit_ps=5350
max_freq_ghz=0.187
relSlewSlack_pct=45.5
whs_ps=409
final-max-slew-violation-count=0
fin_ws_ps=19650
rsz0062_at_grt=false

[worst_setup_path]
path_class=primary input to register
start_kind=primary input
cp_top_family=buffers and inverters
path_cells=clkdlybuf4s50_1 -> nor3b_1
setup.worst_path.end_class=register
required_ps=25260
cp_num_buf_inv=1
critPathMaxFanout=1
cp.arrival_ps=5610
cp_slowest_cell=clkdlybuf4s50_1
max_stage_delay_ps=450

[die]
pin_count=9
die_y_um=115
chip_area_um2=13200
num_rows=40
fp_util_pct=41.9
chipWidth_um=115
core_um2=12200

[route]
wl_met2_um=4490
wl_met1_um=5410
routed-via-count=4147
antenna_cells=0
drt-vias-per-instance=5.32
drt_first_pass_iters=4
top_layer=met4
ant_nets=0
wl_met3_um=432
drt-total-wl_um=10500
drtIter0Drc=291
drcViolationCount=0
wire_per_inst_um=13.5

[power]
power_density_nw_per_um2=51.1
p_comb_share_pct=0.1
p_leak_nw=2.17
switching_power_mw=0.0571
clkPwrFrac_pct=43.4
vdd_drop_max_v=0.0000289
intPower_mw=0.233
swShare_pct=19.7
seqPwrFrac_pct=56.5

[flow_run]
warnings=26
cap_viol_max_count=0

[yosys]
synth_seq_share_pct=42.9
yosysCellCount=602
numSynthFlops=109
syn_inst=602
ys_types=40
syn_area_um2=5110
syn_area_per_cell_um2=8.49
synth_warnings=4
async_reset_ff_share_pct=0
synth-edff-count=1
ys_chip_area_um2=5110
ff_type=dfxtp_1

[placement]
globalplace.congestion=0.840
placement.io_buffers=8
place_ws_ps=19300
placed_cells=766
hpwl_um=7230

[clock_network]
clk_latency_ps=340
cts_tree=built
cts.reportedPaths.clkPinSlew_ps=60
cts_resized=0
cts_root_buf=clkbuf_16
post_cts.repair.setup_buffers=0
htreeDepth=3
numCtsBuffers=9
cts_hold_buffers=0
clock_path_buffers=2

[global_route]
antenna_found_initial=0
track_usage_pct=17.7
grt_pass1_wl_um=18600
grt_max_degree=64
grt_pass1_vias=3887
grt-ovfl-total=0

[min_path]
hold_class=register to register

==> final cells by class <==
| type | instances | area (um2) |
|---|---|---|
| timing repair buffer | 18 | 155 |
| sequential | 109 | 2190 |
| clock inverter | 2 | 10.0 |
| tap | 168 | 210 |
| fill | 1174 | 6550 |
| inverter | 5 | 18.8 |
| clock buffer | 12 | 246 |
| multi-input combinational | 466 | 2830 |
==> cell usage after synthesis, types with 2 or more instances <==
master    number  area share, %
nand2b_1       3           0.37
or4_1         15            2.2
nand2_1       45            3.3
nor3_1        32            3.1
nor2_1       113            8.3
nand3_1       29            2.8
xnor2_1       40            6.9
inv_1          5           0.37
or2_2          7           0.86
or3_1         13            1.6
nor2b_1        3           0.37
clkbuf_1      21            1.5
a21oi_1        7           0.69
o21ai_0        7           0.69
o31ai_1        2           0.29
ha_1           3           0.73
or4_4          2           0.44
xor2_1        51            8.7
nor3b_1        2           0.29
nor4_1        39            4.8
nand4_1       23            2.8
nand4b_1      10            1.7
o21a_1         2           0.29
nor4_2         5            1.2
dfxtp_1      108             42
==> kinds of logic (layout without fill, tap and decap cells) <==
| group | after synthesis | after routing | synth area share [%] |
|---|---|---|---|
| flops | 109 | 109 | 42.9 |
| buf+inv | 27 | 37 | 2.01 |
| fa+ha+maj | 3 | 3 | 0.734 |
| compound gates | 20 | 20 | 2.25 |
| mux | 1 | 1 | 0.220 |
| simple gates | 351 | 351 | 36.3 |
| xor+xnor | 91 | 91 | 15.6 |
==> through the flow <==
stage          util (%)  total power [mW]  instance area [um2]
4_1_cts            46.4             0.293                 5660
3_3_place_gp       44.3             0.168                 5410
5_1_grt            46.4             0.300                 5660
2_1_floorplan         -             0.167                 5110
3_5_place_dp       44.3             0.168                 5410
6_report           46.4             0.290                 5660
==> metal layers <==
metal / vias up / track usage [%]
met1: 1915 / 27.5
met3: 16 / 2.84
met5: - / 0
li1: 2133 / -
met4: 0 / 2.77
met2: 83 / 27.1
==> path summary, 6_finish.rpt <==
| check | start | end | slack, ps | depth (start not counted) |
|---|---|---|---|---|
| max | buttonIn | fsm.state | 19650 | 2 |
| min | count.counter[0] | count.counter[0] | 410 | 1 |
| max reg2reg | count.counter[57] | count.clkout | 21610 | 5 |
| min reg2reg | count.counter[0] | count.counter[0] | 410 | 1 |
==> registers in the layout, indices dropped and copies added, names as in the netlist <==
signal,count
fsm.state,1
count.clkout,1
cc.posCount,7
count.counter,100
==> power by group through the flow <==
stage	Combinational (mW)	Sequential (mW)	Clock, mW
after CTS	0.000234	0.164	0.129
after global routing	0.000252	0.164	0.136
final	0.000226	0.164	0.126
==> placed cells by master (no fill, tap or decap), drive strengths merged, types with 3 or more instances in the layout <==
cell type / count
a21oi: 7
buf: 10
clkbuf: 12
clkdlybuf4s50: 8
dfxtp: 108
ha: 3
inv: 5
nand2: 45
nand2b: 3
nand3: 29
nand4: 23
nand4b: 10
nor2: 113
nor2b: 3
nor3: 32
nor4: 44
nor4b: 3
o21ai: 7
or2: 7
or3: 13
or4: 17
xnor2: 40
xor2: 51
Power and IR drop assume default switching activity.
